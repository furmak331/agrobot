<file path="flow/design.v">
module adder_4bit(
    input [3:0] A,
    input [3:0] B,
    input Cin,         
    output [3:0] Sum,
    output Cout        
);
    assign {Cout, Sum} = A + B + Cin;
endmodule
</file>
<file path="flow/run.sh">
#!/bin/bash
# OpenROAD 26Q1-2900-gdf79404cd8, Yosys 0.63+post, stock flow scripts
make -C /OpenROAD-flow-scripts/flow DESIGN_CONFIG=/design/flow/config.mk WORK_HOME=/design/flow/orfs finish
</file>
<file path="flow/config.mk">
export PLATFORM = sky130hd
export DESIGN_NAME = adder_4bit
export DESIGN_NICKNAME = adder_4bit
export VERILOG_FILES = /design/flow/design.v
export SDC_FILE = /design/flow/constraint.sdc
export NUM_CORES = 4
export LEC_CHECK = 1
export CORE_AREA = 10 10 70 70
export DIE_AREA = 0 0 80 80
</file>
<file path="flow/constraint.sdc">
current_design adder_4bit

set clk_period 3.0
set clk_io_pct 0.2

create_clock -name clk0 -period $clk_period

set non_clock_inputs [all_inputs -no_clocks]
set_input_delay [expr $clk_period * $clk_io_pct] -clock clk0 $non_clock_inputs
set_output_delay [expr $clk_period * $clk_io_pct] -clock clk0 [all_outputs]
</file>
==> flow_summary.toml <==
# physical design summary
[grt]
antenna_found_initial = 0
grt_overflow = 0
grt_max_degree = 4
grt_first_pass_wirelength_microns = 710
grt_pass1_vias = 152
track_usage_pct = 1.41

[logic_synthesis]
adder_share_pct = 53.9
topCombFamilyByArea = "adder cells"
simple_gate_area_share_pct = 8.70
ys_cells = 16
mux_area_share_pct = 0
yosysChipArea_sq_um = 144
ys_sh_xor_pct = 12.2
ys_sh_aoi_pct = 14.8
synth.avg_cell_area_sq_um = 8.99
synthCells = 16
synth_warnings = 0
yosysSeqAreaShare_pct = 0
netlist_area_sq_um = 144
yosysUniqueCellTypes = 9

[setup_path]
critPathKind = "input pin to output port"
arrival_ns = 2.26
required_ns = 2.40
end_kind = "output port"
path_max_fanout = 2
cp-start-kind = "input pin"

[power_and_ir_drop]
power.total_mw = 0.0573
power_leakage_nw = 0.144
vdd_drop_max_v = 0.0000191
p_per_area_nw_per_um2 = 165

[drt]
highest_layer = "met3"
drt_wl_total_microns = 510
insertedDiodeCount = 0
drc_errors = 0
vias = 154
wl_met2_microns = 145
m1WireLength_microns = 207
drt_pre_antenna_iters = 2
drtAntennaViolNets = 0
post_drt_wl_per_cell_microns = 6.71
drt-initial-drc-count = 2
wl_met3_microns = 157
vias_per_cell = 2.03

[final_layout]
n_fill_cell = 405
area_delta_synth_final_pct = 141
logic_area_sq_um = 134
drive_above_1_share_pct = 13.3
ff_count = 0
final_util_pct = 10.1
clkbuf_count = 0
register_area_sq_um = 0

[floorplanning]
initial_core_util_pct = 4.21
core_sq_um = 3420
rows = 21
dieHeight_microns = 80
chipArea_sq_um = 6400
die_x_microns = 80
ioPinCount = 14

[worst_hold_path]
min_path_type = "input pin to output port"
hold_depth = 3

[timing]
worst_pin_slew_ns = 0.136
fin_tns_setup_ns = 0
drv_slew = 0
grt_setup_unrepaired = "false"
whs_ns = 1.97
layout_setup_ws_ns = 0.139
final_hold_viol_count = 0
fin_crit_ns = 2.86
fmax_mhz = 350
setup_viol = 0
slew_headroom_pct = 90.9
min_period_over_period_pct = 95.4

[place]
dp_slack_ns = -0.0945
gp_congestion = 0.738
numPortBuffers = 14

[run_status]
outcome = "finished clean"

[cts]
post_cts_buffers = 0

[run]
tool_warnings = 35
maxCapViolCount = 0
[area by class of cell]
cell class | count | share of cell area, %
inverters | 4 | 4.33
well taps | 46 | 16.6
multi-input cells | 12 | 38.6
repair buffers | 14 | 40.4
[cell families after synthesis]
group,Yosys count
AND-OR/OR-AND,3
adder cells (fa/ha/maj),5
buffers and inverters,4
AND/OR/NAND/NOR,2
XOR/XNOR,2
[Yosys cell counts]
| cell | count | area [sq um] |
|---|---|---|
| fa_1 | 2 | 40.0 |
| o21ai_0 | 1 | 5.00 |
| ha_1 | 3 | 37.5 |
| a21oi_2 | 1 | 8.76 |
| xnor2_1 | 2 | 17.5 |
| nor2b_1 | 1 | 6.26 |
| a21o_1 | 1 | 7.51 |
| inv_1 | 4 | 15.0 |
| nand2b_1 | 1 | 6.26 |
[cells in the final DEF (no fill, tap or decap)]
master	synthesis	routed
ha_1	3	3
o21ai_1	0	1
xnor2_1	2	2
nor2b_1	1	1
dlygate4sd2_1	0	2
nand2b_1	1	1
a21oi_2	1	1
dlymetal6s2s_1	0	1
clkdlybuf4s50_1	0	11
inv_2	0	1
inv_1	4	3
fa_2	0	2
a21o_1	1	1
[report_power, final]
part | internal, mW | switching [mW]
logic | 0.0403 | 0.0171
clock network | 0 | 0
registers | 0 | 0
total | 0.0403 | 0.0171
[what timing repair did]
action,in CTS,in global routing
hold endpoints to repair,0,0
pin swaps,1,2
resized,4,3
setup endpoints to repair,4,4
hold buffers,0,0
[critical path: stages]
cell             delay [ns]
dlygate4sd2_1          0.25
fa_2                   0.40
inv_2                  0.07
fa_2                   0.42
inv_1                  0.06
clkdlybuf4s50_1        0.46
[worst paths after layout]
path | start | endpoint
worst min-delay path | A[0] | Sum[0]
worst max-delay path | Cin | Sum[1]
[metal layers]
layer | global-route usage (%) | vias to the layer above
met1 | 1.66 | 64
met3 | 1.59 | 0
li1 | - | 78
met5 | 0 | -
met4 | 0 | 0
met2 | 1.77 | 12
[through the flow]
stage               instance area [sq um]  std cells
detailed placement                    342         76
finish                                347         76
floorplan                             144         16
CTS                                   344         76
global placement                      342         76
global route                          347         76
